$ cat run.sh
#!/bin/bash
# OpenROAD 26Q1-2900-gdf79404cd8, Yosys 0.63+post, stock flow scripts
make -C /OpenROAD-flow-scripts/flow DESIGN_CONFIG=/design/flow/config.mk WORK_HOME=/design/flow/orfs finish
$ cat config.mk
export PLATFORM = sky130hd
export DESIGN_NAME = count_downtimer
export DESIGN_NICKNAME = count_downtimer
export VERILOG_FILES = /design/flow/design.v
export SDC_FILE = /design/flow/constraint.sdc
export NUM_CORES = 4
export LEC_CHECK = 1
export CORE_AREA = 10 10 70 70
export DIE_AREA = 0 0 80 80
$ cat constraint.sdc
current_design count_downtimer

set clk_period 3.0
set clk_io_pct 0.2

create_clock -name clk0 -period $clk_period [get_ports {clk}]

set non_clock_inputs [all_inputs -no_clocks]
set_input_delay [expr $clk_period * $clk_io_pct] -clock clk0 $non_clock_inputs
set_output_delay [expr $clk_period * $clk_io_pct] -clock clk0 [all_outputs]
$ cat design.v
module count_downtimer(clk, in, latch, dec, zero, value, dvd2);
input clk;
input [7:0] in;
input latch, dec, dvd2;
output zero;
output [7:0] value;
reg [7:0] value;
wire zero;
always@(posedge clk)
begin
if (latch)
value<= in;
else if (dec && !zero)
value <= value - 1'b1;
else if (dvd2 && !latch && !dec)
value <= value >> 1;
end
assign zero = ~|value;
endmodule
==> results.rst <==
Metrics
=======

.. list-table::
   :header-rows: 1

   * - Metric
     - Value
   * - Vias
     - 504
   * - Synth top area share
     - 0.418
   * - Yosys Chip Area
     - 574 sq um
   * - Count of fill cells added during filler insertion
     - 376
   * - # Post-CTS Setup Buffers
     - 0
   * - Synth unique cells
     - 24
   * - Sequential share of the synthesized area
     - 0.418
   * - Vias in the first global route
     - 525
   * - Delay of the slowest cell on the worst path
     - 0.49 ns
   * - Count of flip-flops with a built-in enable after synthesis
     - 8
   * - Class of the worst hold path
     - reg -> reg
   * - Endpoint type of the worst setup path
     - output port
   * - Number of warnings in the stage logs
     - 26
   * - Global-route wire length before repair
     - 2560 um
   * - Main synth FF type
     - sky130_fd_sc_hd__edfxtp_1
   * - Hold-fix buffer count after cts
     - 0
   * - Core area
     - 3420 sq um
   * - Unrepaired setup endpoints after global routing
     - no
   * - Clock latency on the worst-skew pair
     - 0.25 ns
   * - Maximum number of pins on one net before global-route repair
     - 16
   * - Worst endpoint required time
     - 2.40 ns
   * - Final-layout setup total negative slack
     - 0 ns
   * - Number of antenna violations at the first check in global routing
     - 0
   * - Final critical delay including setup and external delays
     - 2.45 ns
   * - Count of clock tree sinks
     - 8
   * - Number of nets with antenna violations after detailed routing
     - 0
   * - Largest register FFs
     - 8
   * - Synthesized flop and latch total
     - 8
   * - Post-synth top area cell
     - sky130_fd_sc_hd__edfxtp_1
   * - Via/cell ratio
     - 3.97
   * - Largest registers in the final layout
     - value: 8 flops
   * - Peak fanout along the critical path
     - 6
   * - Synthesized area divided by synthesized cell count
     - 9.73 sq um
   * - GR Overflow Total
     - 0
   * - Register name with the most flops
     - value
   * - I/O pin cnt
     - 21
   * - Resized Gates After CTS
     - 0
   * - Tot Pwr
     - 0.365 mW
   * - Die Area
     - 6400 sq um
   * - Top-count cell post-synth
     - sky130_fd_sc_hd__edfxtp_1
   * - First-pass iteration count of the detailed router
     - 4
   * - Final routed wire length divided by cell count
     - 12.0 um
   * - Clock tree from TritonCTS
     - built
   * - Total global routing track utilization
     - 0.0511
   * - Routability-driven placement congestion ratio
     - 0.822
   * - DR DRC count
     - 0
   * - Init Core Util
     - 0.168
   * - Initial DRC count
     - 60
   * - Worst Max-Slew Pin Slew
     - 0.514 ns
   * - Placement row count
     - 21
   * - Clock root buffer
     - sky130_fd_sc_hd__clkbuf_4
   * - Clock transition at the registers of the reported paths
     - 0.05 ns
   * - Number of hold-slack violations in the final timing report
     - 0
   * - Number of buffer and inverter stages on the critical path
     - 2
   * - Die Y
     - 80 um
   * - H-tree Lvls
     - 1
   * - Most frequent cells after synthesis
     - sky130_fd_sc_hd__edfxtp_1 (8), sky130_fd_sc_hd__nor2_1 (6), sky130_fd_sc_hd__mux2i_1 (5), sky130_fd_sc_hd__nand2_1 (5), sky130_fd_sc_hd__o21ai_0 (4)
   * - Chip width
     - 80 um
   * - Met1 Use GR
     - 0.0618
   * - Ant. Diodes
     - 0
   * - Count of buffers from port buffering
     - 20
   * - Delay-heaviest family, CP
     - simple AND/OR/NAND/NOR gates
   * - Register-to-register setup slack
     - 1.17 ns
   * - Slowest cell on the critical path
     - sky130_fd_sc_hd__edfxtp_1
   * - Synth Warn #
     - 1
   * - Num CTS Buffers
     - 3
   * - Mapped Area
     - 574 sq um
   * - Synthesis-to-layout area growth
     - 48.1%
   * - GR Layer Usage met3
     - 0.0307
   * - Outcome
     - finished, final reports clean
   * - Achievable Freq
     - 409 MHz
   * - Cycle use final
     - 0.816
   * - Global route hottest layer
     - met2
   * - Crit path arrival time
     - 1.85 ns
   * - Aggregate routed wire length
     - 1530 um
   * - Critical path cell sequence
     - nor4_2 > nand3_2 > clkinv_1 > clkdlybuf4s50_1
   * - Number of buffers on the longest clock path
     - 2
   * - Number of maximum-capacitance violations
     - 0
   * - Final tally of max-slew violations
     - 0
   * - Gate Count Post-Synth
     - 59
   * - Tightest slew margin relative to the limit
     - 0.656
   * - Final setup vio count
     - 0
   * - Reported leakage power
     - 0.314 nW
   * - Synth area leaders
     - sky130_fd_sc_hd__edfxtp_1 (42%), sky130_fd_sc_hd__mux2i_1 (8.7%), sky130_fd_sc_hd__xnor2_1 (4.6%)
   * - P per Cell Area
     - 429 nW/um^2
   * - Global routing usage on met2
     - 0.0795
   * - Worst vdd ir
     - 0.000126 V
   * - Fraction of layout cells with a size suffix above 1
     - 0.0741
   * - Yosys stat cell total
     - 59
   * - Type of origin of the critical path
     - flop
   * - HPWL after detailed placement
     - 1240 um
   * - Async set-or-reset flop fraction in the synthesized netlist
     - 0
   * - Path type of the worst setup path
     - reg -> out
   * - Setup Skew
     - 0.00381 ns
[placed cells by master (no fill, tap or decap), types with 2 or more instances in the layout]
cell type and instances:
sky130_fd_sc_hd__clkdlybuf4s50_1 20, sky130_fd_sc_hd__edfxtp_1 8, sky130_fd_sc_hd__nor2_1 6, sky130_fd_sc_hd__nand2_1 5, sky130_fd_sc_hd__mux2i_1 5, sky130_fd_sc_hd__o21ai_0 4
sky130_fd_sc_hd__nand2b_1 3, sky130_fd_sc_hd__nor3b_1 3, sky130_fd_sc_hd__xnor2_1 3, sky130_fd_sc_hd__inv_1 3, sky130_fd_sc_hd__clkbuf_4 3, sky130_fd_sc_hd__xor2_1 2
sky130_fd_sc_hd__a21oi_1 2, sky130_fd_sc_hd__nor3_1 2, sky130_fd_sc_hd__ha_1 2
[through the flow]
stage / hold slack [ns] / setup slack, ns / area, sq um / util / std cells
finish: 0.740 / 0.552 / 851 / 0.249 / 127
global placement: 0.724 / 0.755 / 828 / 0.242 / 124
floorplan: 0.645 / 1.43 / 574 / - / 59
detailed placement: 0.727 / 0.743 / 828 / 0.242 / 124
global route: 0.810 / 0.430 / 851 / 0.249 / 127
CTS: 0.744 / 0.533 / 851 / 0.249 / 127
[cells by family after synthesis]
kind of cell / synth area share
XOR/XNOR: 0.0763
AND-OR/OR-AND: 0.109
multiplexers: 0.0871
buffers and inverters: 0.0327
adder cells (fa/ha/maj): 0.0436
flip-flops: 0.418
AND/OR/NAND/NOR: 0.233
[final timing paths]
check | from | to | depth (start not counted)
worst max-delay path | value[4] | zero | 4
worst min-delay path | value[6] | value[6] | 2
worst max register to register | value[4] | value[1] | 4
worst min register to register | value[6] | value[6] | 2
[power breakdown]
group / switching [mW] / internal, mW
sequential: 0.0252 / 0.145
combinational: 0.0415 / 0.0713
clock: 0.0359 / 0.0457
[worst register-to-register path, stage by stage (launching register included)]
cell and delay, ns:
sky130_fd_sc_hd__edfxtp_1 0.49, sky130_fd_sc_hd__nor4_2 0.38, sky130_fd_sc_hd__nand3_2 0.17, sky130_fd_sc_hd__nand2_1 0.12
sky130_fd_sc_hd__nand3b_1 0.31
[cell type report]
class	instances	area, sq um	share of cell area
inverters	4	15.0	0.0176
flip-flops and latches	8	240	0.282
repair buffers	20	200	0.235
clock buffers	3	22.5	0.0265
well taps	46	57.6	0.0676
multi-input cells	46	315	0.371
[per-layer routing]
metal  vias to the layer above  routed length, um
li1                        256                  -
met1                       229                662
met2                        19                708
met3                         0                160
met4                         0                  0
met5                         -                  0
Power and IR drop assume default switching activity.
