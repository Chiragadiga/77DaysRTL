File: ./run.sh
#!/bin/bash
# OpenROAD 26Q1-2900-gdf79404cd8, Yosys 0.63+post, stock flow scripts
make -C /OpenROAD-flow-scripts/flow DESIGN_CONFIG=/design/flow/config.mk WORK_HOME=/design/flow/orfs finish
File: ./design.v
module accumulator 
(
	output reg [15:0] sum,  
	input [7:0] data_in,  
	input rst, clk  
); 
	wire carry;
	wire [15:0] sum_in;
	assign {carry,sum_in} = {1'b0,sum} + data_in;
	always@(posedge clk)
		if (rst) 
			sum <= 0; 
		else
			sum <= (carry)? 16'hFFFF : sum_in;
endmodule
File: ./constraint.sdc
current_design accumulator

set clk_period 5.1
set clk_io_pct 0.2

create_clock -name clk0 -period $clk_period [get_ports {clk}]

set non_clock_inputs [all_inputs -no_clocks]
set_input_delay [expr $clk_period * $clk_io_pct] -clock clk0 $non_clock_inputs
set_output_delay [expr $clk_period * $clk_io_pct] -clock clk0 [all_outputs]
File: ./config.mk
export PLATFORM = sky130hd
export DESIGN_NAME = accumulator
export DESIGN_NICKNAME = accumulator
export VERILOG_FILES = /design/flow/design.v
export SDC_FILE = /design/flow/constraint.sdc
export NUM_CORES = 4
export LEC_CHECK = 1
export CORE_AREA = 10 10 96 96
export DIE_AREA = 0 0 106 106
==> reports/notes.md <==
Per the slew report, the remaining headroom to the max-slew limit stands at 55.6%. Top logic cell by instance count in the layout: clkdlybuf4s50_1. According to the report, the first pass of detailed routing completed in 4 iterations.

By instance count after routing, the leading logic cell types are clkdlybuf4s50_1, a21oi_1, dfxtp_1. The logs give 0 ps for the accumulated negative setup slack and 1 for the Yosys warning count. The run gives 4.08% for the xor and xnor area share after synthesis. The largest register by flop count is sum. The tools report the maximum vdd ir drop as 102 uV. Signal arrival time at the worst endpoint: 3140 ps. Static leakage power: 0.559 nW. The non-filler instance count after layout was 242. Buffering stage count on the worst path with inverters included: 1. Per STA, the highest per-stage delay on the worst path measures 430 ps. Sequential cells burn 31.1% of the power.

The peak clock frequency supported by timing was 337 MHz; the max-slew violation count was 0. For the final database, setup skew stands at 5.37 ps. The synthesized netlist devotes 16.0% of its cell area to simple gates.

Per the run report, area growth between synthesis and finish was 37.5%. The cell count after placement is 238, and the number of flip-flops under the largest register name is 16. Per the OpenROAD power report, switching power amounts to 0.192 mW. The run gives 1 for the deepest level of the CTS H-tree.

The sequential-to-total area share from yosys stat was 29.9%; the number of cells produced by synthesis was 118. The share of synthesized registers carrying an async set or reset works out to 0%. At the later pin of the worst-skew pair, clock insertion delay measures 250 ps.

For reference, the final report shows the hold violation count at 0. The largest family of logic cells by area was AND-OR/OR-AND gates. In this run, distinct cell masters in the synthesized netlist total 39. The run gives 0 as the post-cts resize count. The tools report the nature of the critical path endpoint as a flop.

For reference, the top cells by area after synthesis are dfxtp_1, ha_1, a21oi_1. The clock tree root driver cell was clkbuf_8. Endpoints with negative setup slack in the final report add up to 0.

The run finished with clean final reports. The worst hold path class was flop to flop. Most congested layer reported by global routing: met1. For the via count of the first global-routing pass, the log shows 918.

After floorplanning, the core was sized to cover 7210 sq um. Per the post-synthesis stats, the area per cell is 9.09 sq um. Setup repair after global routing left no endpoint under its margin. The run gives 2970 ps for the final critical delay including setup and external delays. TritonCTS built the clock tree. The global routing usage on met1 came out at 7.04%. The required time at the worst endpoint is listed as 5270 ps. Buffers inserted during clock tree synthesis total 3. The number of buffers inserted by post-CTS setup repair came out at 0. Looking at the setup timing report, the critical path kind is input port to flop.

The fraction of layout cells with a size suffix above 1 came out at 12.6%. The logs give 0 for the initial antenna violation count and 2.57% for the global-route met3 utilization. The timing report gives the clock slew at the launch and capture registers of the worst setup and hold paths as 70 ps. For the floorplan-stage core utilization, the log shows 14.9%. The layout report lists the combined flip-flop and latch area as 320 sq um. The cell seen most often among critical-path stages is a211oi_2. Looking at the critical path, the highest net fanout was 7.

The number of violations of the max-capacitance limit was 0. The number of sinks on the clock net was 16; the maximum count of clock buffers along a single path was 2. Grouping stages by cell kind, the critical path spends the most delay in AND-OR/OR-AND gates. The cell with the biggest individual delay on the critical path is fa_1. The layout has 815 filler cells. The synthesized flop and latch total works out to 16.

The aoi/oai-family share of the synthesized area came out at 34.5%. The cell area after synthesis is 1070 sq um, and the worst setup slack for register-to-register paths is 2990 ps. The tally of nets with antenna violations remaining after routing was 0; the total wirelength of the detailed-routed design was 2790 um. The commonest register cell is dfxtp_1. The global route total overflow came out at 0. dfxtp_1 takes more of the synthesized area than any other cell.

Net switching is 35.3% of the power. The initialized floorplan defines 31 standard-cell rows. Buffers placed on the I/O ports in this run total 25.

The share of Yosys cell area claimed by the top area cell type was 29.9%. After detailed routing, the number of vias per cell comes to 3.93. Dividing the detail-routed wire length by the instance count gives 11.5 um.

The final route contains 952 vias. The internal portion of the total power is 0.351 mW. After detailed routing, the number of remaining DRC violations is 0.

For this design the ratio of total power to cell area is 368 nW/um^2. The final antenna diode tally reported by the flow is 0. The report lists the cells along the critical path as clkdlybuf4s50_1 -> ha_1 -> fa_1 -> a211oi_2 -> o21a_1 -> a21oi_2 -> and4_1 -> a211oi_2.

The final timing summary puts the cycle share of the worst path at 58.2%. In the final layout, the registers with the most flip-flops are sum (16). The flow reports that combinational logic draws 48.2% of the design power. The number of synthesized flops with an enable pin was 0; the fraction of power consumed by the clock network was 20.7%.

The tool warning count works out to 25. For this design, Yosys synthesis ends with a cell count of 118. The run gives 106 um for the vertical extent of the die.

With the met2 usage in global routing at 7.02%, the actual transition at the worst max-transition pin is 664 ps. The adder-cell share of the synthesized area was 11.2%; the weighted congestion at the end of routability-driven global placement was 0.868. According to the Yosys statistics, the synthesized design has a chip area of 1070 sq um. Once detailed placement completed, the half-perimeter wirelength came to 2210 um. The wire length of the first global-routing pass was 4730 um. Summing all multi-input logic gate instances after layout gives 706 sq um. The die is 106 um wide. STA classifies the critical path startpoint as an input port. The run gives 11200 sq um as the die outline area. After clock tree synthesis, the flow added hold-fix buffers numbering 0. Of the post-synthesis cell area, the part taken by muxes is 0%.

Pin count of the biggest net entering global routing: 17. With the global-route usage over all layers at 5.03%, the number of ports placed on the die boundary is 26. After the first detailed-routing iteration, the DRC count stood at 76.
[final timing paths]
check             startpoint  endpoint  depth (start not counted)
setup / recovery  data_in[0]   sum[14]                          8
hold / removal       sum[15]   sum[15]                          2
setup reg to reg      sum[0]   sum[14]                          7
hold reg to reg      sum[15]   sum[15]                          2
[per-stage QoR]
stage          hold slack, ps  total power [mW]  util (%)  cell area (sq um)  setup slack [ps]
3_3_place_gp              485             0.434      19.7               1420              1890
3_5_place_dp              487             0.432      19.7               1420              1860
6_report                  492             0.542      20.4               1470              2130
5_1_grt                   529             0.590      20.4               1470              2010
2_1_floorplan             448             0.340         -               1070              2400
4_1_cts                   497             0.549      20.4               1470              2140
[synth_stat cells (3+ instances only)]
library cell,instances
a211oi_2,3
a21o_1,6
a21oi_1,17
a21oi_2,3
and2_1,3
dfxtp_1,16
ha_1,8
inv_1,5
nand2_1,5
nand4_1,3
nor2_1,7
nor3_1,5
xnor2_1,3
[power groups by stage]
stage / clock network [mW] / registers, mW / logic (mW)
after CTS: 0.117 / 0.170 / 0.262
after global routing: 0.122 / 0.174 / 0.294
final: 0.112 / 0.169 / 0.261
[worst reg2reg max path, cell delays in order (launching register included)]
cell and delay [ps]:
dfxtp_1 310, ha_1 210, fa_1 430, a211oi_2 300, o21a_1 220, a21oi_2 130, and4_1 230, a211oi_2 190
[per-layer routing]
layer  up-vias  share of wire (%)
li1        497                  -
met1       425                 51
met2        30                 39
met3         0                9.8
met4         0                  0
met5         -                  0
[kinds of logic after synthesis]
kind of cell	count (synthesis)
and+or+nand+nor	32
AOI/OAI and AO/OA	47
xor gates and xnor gates	5
adders and majority gates	9
DFF	16
buffers and inverters	9
[layout make-up]
cell class,count,share of cell area (%)
timing repair buffer,25,17.0
inverter,5,1.27
sequential,16,21.7
multi-input combinational,93,47.9
clock buffer,4,3.74
tap,99,8.40
Power is estimated from default activity; no workload was simulated.
