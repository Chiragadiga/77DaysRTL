==> design/flow/design.v <==
module fifo(input clk, rst, wr, rd, data_in, output reg data_out, full, empty);
  parameter WIDTH = 8;
  parameter DEPTH = 16;
  reg [WIDTH-1:0] mem [0:DEPTH-1];  
  reg [WIDTH-1:0] rd_ptr = 0, wr_ptr = 0;
  reg [WIDTH-1:0] cnt = 0;
  assign full = (cnt == DEPTH);  
  assign empty = (cnt == 0);  
  always @(posedge clk) begin
    if (rst) begin
      rd_ptr <= 0;
      wr_ptr <= 0;
      cnt <= 0;
    end else begin
      if (wr && !full) begin
        mem[wr_ptr] <= data_in;
        wr_ptr <= (wr_ptr == DEPTH-1) ? 0 : wr_ptr + 1;  
        cnt <= cnt + 1;  
      end
      if (rd && !empty) begin
        data_out <= mem[rd_ptr];
        rd_ptr <= (rd_ptr == DEPTH-1) ? 0 : rd_ptr + 1;  
        cnt <= cnt - 1;  
      end
    end
  end
endmodule
==> design/flow/run.sh <==
#!/bin/bash
# OpenROAD 26Q1-2900-gdf79404cd8, Yosys 0.63+post, stock flow scripts
make -C /OpenROAD-flow-scripts/flow DESIGN_CONFIG=/design/flow/config.mk WORK_HOME=/design/flow/orfs finish
==> design/flow/config.mk <==
export PLATFORM = sky130hd
export DESIGN_NAME = fifo
export DESIGN_NICKNAME = fifo
export VERILOG_FILES = /design/flow/design.v
export SDC_FILE = /design/flow/constraint.sdc
export NUM_CORES = 4
export LEC_CHECK = 1
export CORE_UTILIZATION = 30
==> design/flow/constraint.sdc <==
current_design fifo

set clk_period 4.3
set clk_io_pct 0.2

create_clock -name clk0 -period $clk_period [get_ports {clk}]

set non_clock_inputs [all_inputs -no_clocks]
set_input_delay [expr $clk_period * $clk_io_pct] -clock clk0 $non_clock_inputs
set_output_delay [expr $clk_period * $clk_io_pct] -clock clk0 [all_outputs]
==> Slide: Implementation Results <==
Flow Results at a Glance

Routing
  • Routed Wire Length: 3.83 mm
  • Top sig layer: met4
  • DR WL met3: 107 um
  • Metal1 wirelength: 2.00 mm
  • First-pass iteration count of the detailed router: 4
  • WL per Instance: 11.9 um
  • WL met2: 1.64 mm
  • # diodes: 0
  • Vias/cell: 4.79
  • Final ANT Viol Nets: 0
  • Vias: 1543
  • # DRC: 0
  • Initial drt markers: 35

Timing
  • Rel. slew slack: 59.5%
  • Tmin final: 3250 ps
  • Clock Skew: 2.59 ps
  • Setup TNS: 0 ps
  • Fin crit share: 75.6%
  • Final setup violation count: 0
  • Fmax: 308 MHz
  • Fin. Hold Viols: 0
  • RSZ-0062 raised after global routing: no
  • Worst-margin pin slew: 603 ps
  • Fin. max-slew vios: 0

Logic synthesis
  • Adder Area Share: 7.13%
  • Mapped Cells: 219
  • Synth warnings: 3
  • Ys async rst share: 0%
  • Synth Seq Share: 44.8%
  • Yosys cell count: 219
  • Number of enable flip-flop cells: 17
  • Yosys cell types: 43
  • Synth logic family: simple AND/OR/NAND/NOR gates
  • XOR Share, Synth: 4.75%
  • Synthesized area per cell: 10.1 sq um
  • Yosys simple share: 20.9%
  • Synth flops: 41
  • Synth Flop Type: dfxtp_1
  • Mux area share: 9.56%
  • Ao+oa area frac: 9.67%
  • Yosys stat area: 2210 sq um
  • Synthesized cell area: 2210 sq um

Outcome
  • Status: finished clean

Clock network
  • Num CTS Buffers: 5
  • Post-CTS setup buffer count: 0
  • CTS tree: done
  • Worst-case clock buffer depth: 2
  • Clock-pin transition on the worst setup and hold timing paths: 80 ps
  • Sink Count: 41
  • Clk latency of the worst-skew pair: 290 ps
  • Post-CTS Hold Buffers: 0
  • Root Buffer: clkbuf_8
  • CTS resizes: 0
  • CTS H-tree depth: 2

Global routing
  • Vias in the first global route: 1449
  • First-pass GRT wire length: 6.62 mm
  • Global-route usage over all layers: 11.0%
  • Antenna violations before repair: 0
  • Largest net degree at the start of global routing: 31
  • Total gr overflow: 0

Placed design
  • DP Cell Count: 314
  • RD Place Congestion: 0.821
  • PortBufs: 7
  • Dpl hpwl: 2.66 mm
  • Placed instance area: 2370 sq um

Critical path
  • WP depth: 8
  • Flop-to-flop setup slack: 1510 ps
  • Reg2reg end: cnt[7]
  • Endpoint class of the critical path: flop
  • Critical path cell sequence: clkdlybuf4s50_1 -> a21boi_1 -> ha_1 -> a211oi_1 -> o211ai_1 -> o21ai_0 -> mux2i_1 -> mux2_2
  • Worst r2r src: cnt[2]
  • Critical path's top delay family: AND-OR/OR-AND gates
  • CP bufs+invs: 1
  • Worst path max stage delay: 520 ps
  • Worst EP required: 4480 ps
  • Number of cells on the worst reg-to-reg path: 8
  • CP endpoint: cnt[7]
  • Worst EP arrival: 3430 ps
  • Startpoint types: input port
  • Crit path from: rd
  • Crit-path slowest cell: clkdlybuf4s50_1
  • Worst-path fanout max: 7
  • Worst Setup Path Type: input port to flop

Worst hold path
  • HP Class: flop to flop
  • Hold depth: 2
  • Hold Startpoint: rd_ptr[4]

Die
  • Chip Height: 87.9 um
  • Ports: 8
  • Row cnt: 30
  • Die Size: 7720 sq um
  • DIE WIDTH: 87.9 um
  • Core box area: 6940 sq um
  • FP Core Util: 31.9%

Pwr
  • Total power: 0.00126 W
  • VDD IR max: 0.214 mV
  • PwrDens: 507 nW/um^2
  • LEAKAGE: 0.880 nW

Final layout
  • Area Overhead vs Synth: 12.1%
  • Post-Layout Cell Count: 322
  • Final core utilization: 35.7%
  • Cell area after layout: 2480 sq um
  • Layout cells sized above 1: 7.96%

Run
  • Tool warnings: 28
  • Max-cap viol count: 0
per-stage QoR:
step | hold slack, ps | worst slack [ps]
detailed placement | 480 | 809
global placement | 470 | 880
floorplan | 449 | 1410
finish | 488 | 1050
CTS | 495 | 1090
global route | 508 | 875
how the worst min path moves through the flow:
stage,slack [ps],to
CTS,500,rd_ptr[4]
finish,490,rd_ptr[4]
global route,510,cnt[6]
tightest hold or removal path, delay by kind of cell (launching register included):
kind | cells | cell delay, ps
DFF | 1 | 330
and+or+nand+nor | 1 | 60
AOI/OAI and AO/OA | 1 | 50
cells in the mapped netlist, drive strengths merged (8+ instances only):
library cell	count	area, sq um
mux2i	11	110
nor4	8	50.1
nor3	8	40.0
xor2	8	70.1
clkbuf	8	30.0
nor2	36	135
a21oi	8	40.0
dfxtp	24	480
nand2	8	30.0
edfxtp	17	510
ha	11	138
cell usage in the layout (no fill, tap or decap), types with 2 or more instances in the layout:
master,count
a211oi_1,5
a21o_2,2
a21oi_1,8
a31oi_1,2
and2_1,2
and3_1,3
buf_4,3
clkbuf_8,5
clkdlybuf4s50_1,7
dfxtp_1,24
edfxtp_1,17
ha_1,11
inv_1,5
mux2i_1,11
mux4_2,4
nand2_1,8
nand2b_1,5
nand3_1,3
nand4_1,4
nand4b_1,2
nor2_1,36
nor2b_1,5
nor3_1,8
nor4_1,8
o211ai_1,3
o21ai_0,4
or3_1,2
xnor2_1,4
xor2_1,8
report_power, final:
group          switching (W)  internal [W]  total [W]  leakage, nW
Clock               0.000128      0.000171   0.000299       0.0528
Sequential         0.0000562      0.000448   0.000504        0.349
Combinational       0.000232      0.000222   0.000454        0.478
Total               0.000416      0.000841    0.00126        0.880
layout make-up:
cell class	instances	area, sq um
clock buffer	6	72.6
tap	96	120
multi-input combinational	162	1150
sequential	41	991
inverter	5	18.8
clock inverter	2	33.8
timing repair buffer	10	92.6
fill	694	4460
state kept, by name, summed over array words and instances, names as in the netlist:
register	cells
mem	16
cnt	8
data_out	1
rd_ptr	8
wr_ptr	8
layer usage:
layer | vias to the layer above | global-route usage, %
li1 | 812 | -
met1 | 695 | 16.6
met2 | 26 | 17.3
met3 | 10 | 2.00
met4 | 0 | 2.09
met5 | - | 0
kinds of logic (layout without fill, tap and decap cells):
logic type      count (synthesis)  in the layout
flops                          41             41
buf+inv                        16             23
compound gates                 31             31
fa+ha+maj                      12             12
simple gates                   91             91
mux                            16             16
xor+xnor                       12             12
Power and IR drop assume default switching activity.
